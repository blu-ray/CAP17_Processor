==> ./design.v <==
`timescale 1ns / 1ps
module FullAdder(
	input x,y,cin,
	output res,cout
    );
wire xyxor,xyand,xyxor_cin_and;
	xor(xyxor , x , y);
	and(xyand , x , y);
	and(xyxor_cin_and , xyxor , cin);
	xor(res , xyxor,cin);
	or(cout , xyxor_cin_and , xyand);
endmodule
`timescale 1ns / 1ps
module Subtractor16(
	input [15:0] a,b,
	output [15:0] s,
	output cout
    );
	wire [15:0] c;
	wire [15:0] bnot;
		not n0(bnot[0],b[0]);
		not n1(bnot[1],b[1]);
		not n2(bnot[2],b[2]);
		not n3(bnot[3],b[3]);
		not n4(bnot[4],b[4]);
		not n5(bnot[5],b[5]);
		not n6(bnot[6],b[6]);
		not n7(bnot[7],b[7]);
		not n8(bnot[8],b[8]);
		not n9(bnot[9],b[9]);
		not n10(bnot[10],b[10]);
		not n11(bnot[11],b[11]);
		not n12(bnot[12],b[12]);
		not n13(bnot[13],b[13]);
		not n14(bnot[14],b[14]);
		not n15(bnot[15],b[15]);
		assign c[0] = 1'b1 ;
		FullAdder FA0(.x(a[0]),.y(bnot[0]),.cin(c[0]),.res(s[0]),.cout(c[1]));
		FullAdder FA1(.x(a[1]),.y(bnot[1]),.cin(c[1]),.res(s[1]),.cout(c[2]));
		FullAdder FA2(.x(a[2]),.y(bnot[2]),.cin(c[2]),.res(s[2]),.cout(c[3]));
		FullAdder FA3(.x(a[3]),.y(bnot[3]),.cin(c[3]),.res(s[3]),.cout(c[4]));
		FullAdder FA4(.x(a[4]),.y(bnot[4]),.cin(c[4]),.res(s[4]),.cout(c[5]));
		FullAdder FA5(.x(a[5]),.y(bnot[5]),.cin(c[5]),.res(s[5]),.cout(c[6]));
		FullAdder FA6(.x(a[6]),.y(bnot[6]),.cin(c[6]),.res(s[6]),.cout(c[7]));
		FullAdder FA7(.x(a[7]),.y(bnot[7]),.cin(c[7]),.res(s[7]),.cout(c[8]));
		FullAdder FA8(.x(a[8]),.y(bnot[8]),.cin(c[8]),.res(s[8]),.cout(c[9]));
		FullAdder FA9(.x(a[9]),.y(bnot[9]),.cin(c[9]),.res(s[9]),.cout(c[10]));
		FullAdder FA10(.x(a[10]),.y(bnot[10]),.cin(c[10]),.res(s[10]),.cout(c[11]));
		FullAdder FA11(.x(a[11]),.y(bnot[11]),.cin(c[11]),.res(s[11]),.cout(c[12]));
		FullAdder FA12(.x(a[12]),.y(bnot[12]),.cin(c[12]),.res(s[12]),.cout(c[13]));
		FullAdder FA13(.x(a[13]),.y(bnot[13]),.cin(c[13]),.res(s[13]),.cout(c[14]));
		FullAdder FA14(.x(a[14]),.y(bnot[14]),.cin(c[14]),.res(s[14]),.cout(c[15]));
		FullAdder FA15(.x(a[15]),.y(bnot[15]),.cin(c[15]),.res(s[15]),.cout(cout));
endmodule
==> ./run.sh <==
#!/bin/bash
# OpenROAD 26Q1-2900-gdf79404cd8, Yosys 0.63+post, stock flow scripts
make -C /OpenROAD-flow-scripts/flow DESIGN_CONFIG=/design/flow/config.mk WORK_HOME=/design/flow/orfs finish
==> ./config.mk <==
export PLATFORM = sky130hd
export DESIGN_NAME = Subtractor16
export DESIGN_NICKNAME = Subtractor16
export VERILOG_FILES = /design/flow/design.v
export SDC_FILE = /design/flow/constraint.sdc
export NUM_CORES = 4
export LEC_CHECK = 1
export CORE_AREA = 10 10 71 71
export DIE_AREA = 0 0 81 81
==> ./constraint.sdc <==
current_design Subtractor16

set clk_period 19.1
set clk_io_pct 0.2

create_clock -name clk0 -period $clk_period

set non_clock_inputs [all_inputs -no_clocks]
set_input_delay [expr $clk_period * $clk_io_pct] -clock clk0 $non_clock_inputs
set_output_delay [expr $clk_period * $clk_io_pct] -clock clk0 [all_outputs]
==> summary.txt <==
run results: tool warning count 32, Die Wd 81 um, Cell Count Post-Placement 145, Worst Path Buf+Inv 4, slowest stage cell, crit path clkdlybuf4s50_1, core area 0.003633 mm2, post-DP HPWL 1356 um, Max Cap Viol 0, Antenna Nets Post-Route 0, DRC 0, cell area after layout 983.4 um2, Leak 0.4809 nW, Most Crowded Layer GR met2, die area 0.006561 mm2, Total Negative Setup Slacks 0 ns, Hold Fails Final Rpt 0, status completed, final design utilization 0.2707, Arrival @ worst endpoint 10.85 ns, met1 Usage GRT 0.05103, GRT Util Overall 0.04290, crit-path cells clkdlybuf4s50_1 > inv_1 > ha_1 > fa_1 > fa_1 > fa_1 > fa_1 > fa_1 > fa_1 > fa_1 > fa_1 > fa_1 > fa_1 > fa_1 > fa_1 > fa_1 > fa_1 > inv_1 > fa_1 > clkdlybuf4s50_1, Rows 22, # IOs 49, chip height 81 um, routed wire length 1330 um, hold wc startpoint a[0], cycle use final 0.7680, Levels on crit path 20, Most common cell on crit path fa_1, Setup crit end s[15], Place WS 4.386 ns, vias 432, Max Slew Vio Count 0, Peak VDD IR 0.008779 mV, Resized cells post-CTS 0, largest net degree at the start of global routing 2, RSZ-0062 raised after global routing false, Yosys Instances 64, # diodes 0, Placed Instance Area 983.4 um2, Yosys top cell area share 0.5430, yosys warns 0, remaining global-route overflow 0, Distinct lib cells used 4, register share after synthesis 0, vias per cell 2.979, final setup fails 0, top cell type by total area after synthesis fa_1, vias in the first global route 548, yosys stat area 553.0 um2, critical-path maximum fanout 1, synthesized cell area 553.0 um2, Post-Syn Instances 64, worst hold path type input pin to output pin, CP max stage delay 0.45 ns, wire per inst 9.172 um, initial antenna violation count 0, Tmin final 14.67 ns, power per cell area 29.23 mW/mm2, non-filler cells, final 145, DRT iter0 DRCs 0, met2 Use GR 0.06210, Worst EP required 15.28 ns, first-pass GRT wire length 2290 um, Largest cells by area fa_1 54%, buf_4 22%, inv_1 22%, ha_1 2.3%, First-pass DRT Iterations 1, fraction of layout cells with a size suffix above 1 0, critical path type input pin to output pin, CP endpoint kind output pin, # port buffers 49, Overall Power 0.02874 mW, Post-CTS Setup Bufs 0, Avg Cell Area, Syn 8.641 um2, Hold Slack 8.670 ns, slew margin rel. 0.9379, Global Route met3 Usage 0.03675, register area 0 um2, critical path's top delay family adder cells, FP Util 0.1522, hold buffers post-CTS 0, flip-flops 0, clock buffer count 0, routability cong. 0.7837, Worst Setup Slack, final 4.432 ns, filler instances 390, CP startpoint a[0], FMAX 68.17 MHz, Worst Setup Start Kind input pin, worst-margin pin slew 0.09293 ns, area grow syn2layout 77.83%
==> worst min path at each step <==
stage	cells past startpoint	slack, ns	to
6_report	5	8.67	s[0]
5_1_grt	4	8.70	s[0]
4_1_cts	5	8.67	s[0]
==> layout make-up <==
class                      count  area (um2)  share of cell area
multi-input combinational     16       312.8              0.3181
tap                           48       60.06             0.06107
timing repair buffer          49       490.5              0.4987
inverter                      32       120.1              0.1221
==> metal layers <==
layer | vias to the layer above | share of wire | wire length [um]
met5 | - | 0 | 0
met4 | 0 | 0 | 0
met2 | 40 | 0.35 | 470
li1 | 211 | - | -
met1 | 181 | 0.38 | 511
met3 | 0 | 0.26 | 348
==> cells in the final DEF, fill, tap and decap left out <==
cell             count
clkdlybuf4s50_1     49
fa_1                15
inv_1               32
ha_1                 1
==> cell families after synthesis <==
kind of cell	Yosys count	share of synthesized area
fa+ha+maj	16	0.5656
buf+inv	48	0.4344
==> cells in the mapped netlist, drive strengths merged <==
master / n
buf: 16
fa: 15
inv: 32
ha: 1
==> report_power, final <==
group	switching, mW	leakage, nW	internal [mW]	total [mW]
clock	0	0	0	0
combinational	0.00797	0.481	0.0208	0.0287
sequential	0	0	0	0
Power figures rest on the tool's default switching activity, not on a simulated workload.
