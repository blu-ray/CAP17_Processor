==> design.v <==
`timescale 1ns / 1ps
module Adder16(
	input [15:0] a,b,
	output [15:0] s,
	output cout
    );
	wire [15:0] c;
		assign c[0] = 1'b0 ;
		FullAdder FA0(.x(a[0]),.y(b[0]),.cin(c[0]),.res(s[0]),.cout(c[1]));
		FullAdder FA1(.x(a[1]),.y(b[1]),.cin(c[1]),.res(s[1]),.cout(c[2]));
		FullAdder FA2(.x(a[2]),.y(b[2]),.cin(c[2]),.res(s[2]),.cout(c[3]));
		FullAdder FA3(.x(a[3]),.y(b[3]),.cin(c[3]),.res(s[3]),.cout(c[4]));
		FullAdder FA4(.x(a[4]),.y(b[4]),.cin(c[4]),.res(s[4]),.cout(c[5]));
		FullAdder FA5(.x(a[5]),.y(b[5]),.cin(c[5]),.res(s[5]),.cout(c[6]));
		FullAdder FA6(.x(a[6]),.y(b[6]),.cin(c[6]),.res(s[6]),.cout(c[7]));
		FullAdder FA7(.x(a[7]),.y(b[7]),.cin(c[7]),.res(s[7]),.cout(c[8]));
		FullAdder FA8(.x(a[8]),.y(b[8]),.cin(c[8]),.res(s[8]),.cout(c[9]));
		FullAdder FA9(.x(a[9]),.y(b[9]),.cin(c[9]),.res(s[9]),.cout(c[10]));
		FullAdder FA10(.x(a[10]),.y(b[10]),.cin(c[10]),.res(s[10]),.cout(c[11]));
		FullAdder FA11(.x(a[11]),.y(b[11]),.cin(c[11]),.res(s[11]),.cout(c[12]));
		FullAdder FA12(.x(a[12]),.y(b[12]),.cin(c[12]),.res(s[12]),.cout(c[13]));
		FullAdder FA13(.x(a[13]),.y(b[13]),.cin(c[13]),.res(s[13]),.cout(c[14]));
		FullAdder FA14(.x(a[14]),.y(b[14]),.cin(c[14]),.res(s[14]),.cout(c[15]));
		FullAdder FA15(.x(a[15]),.y(b[15]),.cin(c[15]),.res(s[15]),.cout(cout));
endmodule
`timescale 1ns / 1ps
module FullAdder(
	input x,y,cin,
	output res,cout
    );
wire xyxor,xyand,xyxor_cin_and;
	xor(xyxor , x , y);
	and(xyand , x , y);
	and(xyxor_cin_and , xyxor , cin);
	xor(res , xyxor,cin);
	or(cout , xyxor_cin_and , xyand);
endmodule
==> run.sh <==
#!/bin/bash
# OpenROAD 26Q1-2900-gdf79404cd8, Yosys 0.63+post, stock flow scripts
make -C /OpenROAD-flow-scripts/flow DESIGN_CONFIG=/design/flow/config.mk WORK_HOME=/design/flow/orfs finish
==> config.mk <==
export PLATFORM = sky130hd
export DESIGN_NAME = Adder16
export DESIGN_NICKNAME = Adder16
export VERILOG_FILES = /design/flow/design.v
export SDC_FILE = /design/flow/constraint.sdc
export NUM_CORES = 4
export LEC_CHECK = 1
export CORE_AREA = 10 10 76 76
export DIE_AREA = 0 0 86 86
==> constraint.sdc <==
current_design Adder16

set clk_period 11.4
set clk_io_pct 0.2

create_clock -name clk0 -period $clk_period

set non_clock_inputs [all_inputs -no_clocks]
set_input_delay [expr $clk_period * $clk_io_pct] -clock clk0 $non_clock_inputs
set_output_delay [expr $clk_period * $clk_io_pct] -clock clk0 [all_outputs]
==> datasheet_impl.txt <==
Table: implementation figures

Parameter                              Value

Critical path
  Worst Setup End Kind .................. primary output
  Crit path max-delay family .................. adder cells
  Critical path's most frequent cell .................. sky130_fd_sc_hd__fa_2
  Setup Crit Path Kind .................. primary input to primary output
  Total stage count of the critical path .................. 20
  Critical path, cell by cell .................. clkdlybuf4s50_1 > ha_1 > fa_2 > fa_2 > fa_1 > fa_2 > fa_2 > fa_1 > fa_2 > fa_2 > fa_1 > fa_2 > fa_2 > fa_2 > fa_1 > fa_2 > inv_1 > fa_1 > inv_1 > clkdlybuf4s50_1
  Crit-path max FO .................. 1
  Req. time, crit path .................. about 9.1 ns
  Kind of start point of the critical path .................. primary input
  Max incr delay on CP .................. between 0.4 and 0.5 ns
  Crit path DAT .................. about 9 ns
  Startpoint of the most critical setup path .................. a[0]
  Buffers & Inverters on Critical Path .................. 4
  Worst-path cell with the longest stage delay .................. sky130_fd_sc_hd__clkdlybuf4s50_1

Run
  Max Cap Viol .................. 0
  Number of warning messages in the logs .................. 32

Synthesis
  Simple Share, Synth .................. 0%
  Dominant kind of combinational cell .................. adder cells
  Complex Gates by Area .................. 0%
  Share of the synthesized area in the top cell type .................. 66.5%
  Yosys warnings .................. 0
  Yosys cell count .................. 37
  Combined area of all synthesized cells .................. about 450 sq um
  Cell taking the most area after synthesis .................. sky130_fd_sc_hd__fa_1
  Register area share after synthesis .................. 0%
  Mux contribution to synthesized area .................. 0%
  Gate count of the mapped netlist .................. 37
  Area reported by Yosys stat .................. ~450 sq um
  Dominant cells by area after synthesis .................. sky130_fd_sc_hd__fa_1 (66%), sky130_fd_sc_hd__buf_4 (27%), sky130_fd_sc_hd__inv_1 (4.2%), sky130_fd_sc_hd__ha_1 (2.8%)
  Mean instance size in the synthesized netlist .................. around 12 sq um
  XOR/XNOR share of the synthesized area .................. 0%
  Number of distinct library cells after synthesis .................. 4
  Area fraction in full adders, half adders and majority gates .................. about 69%

Route
  Via density per instance .................. around 3.1
  Iter 0 DRT Violations .................. 1
  Number of DRC violations after detailed routing .................. 0
  Routed wire length .................. about 1.5 mm
  Number of search-and-repair iterations in the first detailed-routing pass .................. 2
  Remaining number of nets flagged by the antenna check after routing .................. 0
  Wire per inst .................. between 10 and 15 um
  Diodes inserted .................. 0
  Vias after detailed routing .................. ~370

GRT
  Wire length of the first global-routing pass .................. between 2 and 2.5 mm
  Via count of the first global-routing pass .................. between 400 and 500
  Number of antenna violations at the first check in global routing .................. 0
  Maximum number of pins on one net before global-route repair .................. 2
  Remaining global-route overflow .................. 0
  Total routing usage reported by global routing .................. 3.99%

Final timing
  Hold slack final .................. between 5 and 6 ns
  Setup WS post-layout .................. ~0.25 ns
  RSZ-0062 raised after global routing .................. false
  Count of pins over their slew limit .................. 0
  Max transition margin .................. just over 90%
  Fin crit period .................. around 11 ns
  Count of final setup violators .................. 0
  Setup tns final .................. 0 ns
  Pin slew with the least headroom to its limit .................. 0.121 ns
  Crit share post-route .................. between 90% and 100%
  Hold Vio Cnt, Final .................. 0
  Upper clock frequency limit .................. approximately 90 MHz

Final layout
  Area growth syn-to-layout .................. 101%
  Leading cell type in the layout, fill and taps excluded .................. sky130_fd_sc_hd__clkdlybuf4s50_1
  Fraction of final layout cells sized beyond drive strength 1 .................. 14.3%
  FF+latch count .................. 0
  Final-layout fill cell count .................. 425
  Combined area of the multi-input logic cells .................. around 340 sq um
  Most instantiated logic cells after routing .................. sky130_fd_sc_hd__clkdlybuf4s50_1 (49), sky130_fd_sc_hd__fa_2 (10), sky130_fd_sc_hd__inv_1 (5), sky130_fd_sc_hd__fa_1 (5), sky130_fd_sc_hd__ha_1 (1)
  Footprint of the flip-flops and latches .................. 0 sq um
  Total of clock buffers placed in the layout .................. 0
  Final instance count without filler cells .................. 120

Die
  Die X-Extent .................. between 80 and 90 um
  Area of the placeable core .................. between 4000 and 5000 sq um
  Top-level I/O count .................. a little under 50
  Chip Height .................. roughly 86 um
  Num rows .................. 23
  Area enclosed by the die boundary .................. about 7400 sq um
  Initial standard-cell utilization of the core .................. between 10% and 20%

Placement
  Post-detail-place hpwl .................. 1.51 mm
  Placer Congestion .................. ~0.87
  Number of placed cells counting well taps .................. roughly 120
  Post-placement setup slack .................. -0.229 ns
  IO buf count .................. ~49

Outcome
  Outcome .................. complete, no violations

Pwr
  Leakage dissipation .................. 0.328 nW
  Maximum ir drop on the vdd rail .................. 0.0000189 V
  Overall power consumption .................. between 0.00004 and 0.00005 W
  Power per cell area .................. between 50 and 60 nW/um^2

Hold path
  Worst hold-check path type .................. primary input to primary output
  Worst hold path depth .................. 3
  Worst hold path startpoint .................. b[0]
[area by class of cell]
type                            count  share of cell area (%)
Tap cell                           50                    6.88
Timing Repair Buffer               49                    53.9
Inverter                            5                    2.06
Multi-Input combinational cell     16                    37.1
[cells by family after synthesis]
logic type | after synthesis
buffers and inverters | 21
adders and majority gates | 16
[stage by stage]
step           util (%)  area [sq um]
6_report           22.1           910
3_3_place_gp       21.5           885
5_1_grt            22.1           910
3_5_place_dp       21.5           885
4_1_cts            21.9           900
2_1_floorplan         -           452
[Yosys cell counts]
cell and n:
sky130_fd_sc_hd__buf_4 16, sky130_fd_sc_hd__inv_1 5, sky130_fd_sc_hd__ha_1 1, sky130_fd_sc_hd__fa_1 15
[tightest hold or removal path, cell delays in order]
cell and delay (ns):
sky130_fd_sc_hd__clkdlybuf4s50_1 0.45, sky130_fd_sc_hd__ha_1 0.12, sky130_fd_sc_hd__clkdlybuf4s50_1 0.46
[metal layers]
metal | GRT usage, % | wire (um)
met2 | 4.94 | 491
met5 | 0 | 0
met4 | 0 | 0
met3 | 3.62 | 403
met1 | 5.28 | 633
[what timing repair did]
| item | in CTS | in global routing |
|---|---|---|
| buffers inserted | 0 | 0 |
| hold buffers | 0 | 0 |
| endpoints found under the setup margin | 1 | 1 |
| gates resized | 6 | 4 |
[where the power goes]
group	switching [W]	internal, W	total (W)
Sequential	0	0	0
Combinational	0.0000121	0.0000345	0.0000466
Clock	0	0	0
Total	0.0000121	0.0000345	0.0000466
[path summary, 6_finish.rpt]
| kind | end | slack (ns) |
|---|---|---|
| worst max-delay path | s[15] | 0.25 |
| worst min-delay path | s[0] | 5.59 |
No activity file was given, so power comes from the tool's default toggle rates.
