$ cat /design/flow/design.v
`timescale 1ns / 1ps
module Multiplier(
	input [15:0] a,b,
	output [31:0] m
    );
	assign m = a*b;
endmodule
$ cat /design/flow/run.sh
#!/bin/bash
# OpenROAD 26Q1-2900-gdf79404cd8, Yosys 0.63+post, stock flow scripts
make -C /OpenROAD-flow-scripts/flow DESIGN_CONFIG=/design/flow/config.mk WORK_HOME=/design/flow/orfs finish
$ cat /design/flow/config.mk
export PLATFORM = sky130hd
export DESIGN_NAME = Multiplier
export DESIGN_NICKNAME = Multiplier
export VERILOG_FILES = /design/flow/design.v
export SDC_FILE = /design/flow/constraint.sdc
export NUM_CORES = 4
export LEC_CHECK = 1
export CORE_UTILIZATION = 40
$ cat /design/flow/constraint.sdc
current_design Multiplier

set clk_period 13.2
set clk_io_pct 0.2

create_clock -name clk0 -period $clk_period

set non_clock_inputs [all_inputs -no_clocks]
set_input_delay [expr $clk_period * $clk_io_pct] -clock clk0 $non_clock_inputs
set_output_delay [expr $clk_period * $clk_io_pct] -clock clk0 [all_outputs]
==> results.sh <==
# source this file to load flow results
export IMPL_pre_cts_ws_ns=1.15
export IMPL_max_slew_worst_pin_slew_ns=0.845
export IMPL_drt_iter0_drc=170
export IMPL_antenna_found_initial=0
export IMPL_setup_violations=0
export IMPL_hold_end="m[0]"
export IMPL_ys_types=43
export IMPL_path_max_fanout=16
export IMPL_core_area_mm2=0.0205
export IMPL_cts_resized=0
export IMPL_port_buffers=64
export IMPL_cap_violations=0
export IMPL_dp_cells=1287
export IMPL_area_delta_synth_final_pct=10.2
export IMPL_initial_utilization_pct=41.4
export IMPL_whs_ns=6.75
export IMPL_fin_util_pct=45.7
export IMPL_crit_arrival_ns=9.39
export IMPL_grt_ovfl_total=0
export IMPL_layout_cells_non_filler=1287
export IMPL_relSlewSlack_pct=43.5
export IMPL_fin_crit_ns=12.03
export IMPL_ys_seq_share_pct=0
export IMPL_lay_top_cells="inv_1, fa_1, nand2_1, and2_1, ha_1"
export IMPL_grt_first_pass_wirelength_mm=35.6
export IMPL_holdPathStages=3
export IMPL_drive_gt1_share_pct=1.18
export IMPL_cp_start_kind="input pin"
export IMPL_hold_buffers=0
export IMPL_die_area_mm2=0.0218
export IMPL_grt_max_degree=17
export IMPL_syn_inst=984
export IMPL_tool_warnings=32
export IMPL_via_per_inst=4.93
export IMPL_critPathRequiredTime_ns=10.56
export IMPL_n_clock_buffer=0
export IMPL_yosysChipArea_mm2=0.00849
export IMPL_seq_area_um2=0
export IMPL_design_seq_count=0
export IMPL_grt_pass1_vias=6884
export IMPL_tns_ns=0
export IMPL_fmax_ghz=0.0831
export IMPL_avgSynthCellArea_um2=8.63
export IMPL_die_w_um=148
export IMPL_outcome="finished, final reports clean"
export IMPL_final_cell_area_mm2=0.00936
export IMPL_hpwl_mm=17.0
export IMPL_antenna_left=0
export IMPL_vias=6345
export IMPL_wl_per_cell_um=16.0
export IMPL_yosysCellCount=984
export IMPL_rows=52
export IMPL_critPathKind="input pin to output port"
export IMPL_fin_crit_sh_pct=91.2
export IMPL_fp_dieH_um=148
export IMPL_rsz0062_at_grt="no"
export IMPL_lay_top_count="inv_1"
export IMPL_first_pass_iters=4
export IMPL_netlist_area_mm2=0.00849
export IMPL_grt_total_usage_pct=22.2
export IMPL_routabilityCongestion=0.860
export IMPL_hp_class="input pin to output port"
export IMPL_finalHoldViolCount=0
export IMPL_n_antenna_cell=0
export IMPL_post_cts_setup_buffer_count=0
export IMPL_end_kind="output port"
export IMPL_yosysWarnings=0
export IMPL_slew_violations=0
export IMPL_placed_area_mm2=0.00936
export IMPL_timing_final_ws_setup_ns=1.17
export IMPL_min_from="a[0]"
export IMPL_routed_wl_mm=20.6
export IMPL_drcViolationCount=0
export IMPL_boundaryPins=64
Yosys cell counts (2+ instances only):
library cell    n  area, um^2
xor2_1         10        87.6
ha_1          104        1300
nand3_1         8        40.0
o21ai_0        14        70.1
inv_1         232         871
and2_1        125         782
nor3_1          3        15.0
clkbuf_1       32         120
o211ai_1        3        22.5
nor2b_1         4        25.0
a211oi_1        2        15.0
nor2_1         15        56.3
o21bai_1        3        22.5
xnor2_1        18         158
nand4_1         2        12.5
a21o_1          4        30.0
fa_1          194        3880
a21oi_1        24         120
o31ai_1         2        15.0
a31oi_1         4        25.0
nand2_1       157         589
nand2b_1        3        18.8
cell families (layout without fill, tap and decap cells):
kind of cell             Yosys count  count (layout)  synth area share (%)
AND-OR/OR-AND                     70              70                  5.58
XOR/XNOR                          28              28                  2.89
adder cells (fa/ha/maj)          298             298                  61.1
buffers and inverters            264             297                  11.7
multiplexers                       1               1                 0.133
AND/OR/NAND/NOR                  323             323                  18.7
worst max-delay path by stage:
stage | startpoint | endpoint | slack (ns) | cells after the start
after CTS | a[9] | m[29] | 1.10 | 20
after global routing | a[9] | m[29] | 0.75 | 20
final | b[1] | m[29] | 1.17 | 20
routing by layer:
layer  wire length [um]  global-route usage (%)  vias to the layer above
li1                   -                       -                     2998
met1               9230                    33.4                     3103
met3               2580                    11.8                        7
met2               8680                    31.3                      237
met5                  0                       0                        -
met4                 56                   0.670                        0
final cells by class:
class / instances / area [um^2]
Multi-Input combinational cell: 720 / 7500
Timing Repair Buffer: 65 / 648
Inverter: 232 / 871
Fill cell: 2058 / 11100
Tap cell: 270 / 338
worst max-delay path: stages:
cell             delay [ns]
clkdlybuf4s50_1        0.98
nand2_1                0.18
fa_1                   0.54
fa_1                   0.57
fa_1                   0.46
fa_1                   0.56
inv_1                  0.05
fa_1                   0.47
inv_1                  0.05
fa_1                   0.47
inv_1                  0.04
ha_1                   0.37
o21ai_0                0.12
o21ai_0                0.21
a21oi_1                0.17
a2111oi_2              0.52
nor2_1                 0.13
o21ai_0                0.23
xnor2_1                0.15
clkdlybuf4s50_1        0.48
